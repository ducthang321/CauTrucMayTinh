$ cat flow/design.v
module alu (
    input logic [31:0] i_operand_a,
    input logic [31:0] i_operand_b,
    input logic [3:0] i_alu_op,
    output logic [31:0] o_alu_data);
    parameter ADD = 4'b0000;
    parameter SUB = 4'b0001;
    parameter SLT = 4'b1000;
    parameter SLTU = 4'b1001;
    parameter XOR = 4'b0010;
    parameter OR = 4'b0100;
    parameter AND = 4'b0011;
    parameter SLL = 4'b0101;
    parameter SRL = 4'b0110;
    parameter SRA = 4'b0111;
    logic [31:0] temp = 32'h00000000;
    logic [31:0] temp_a = 32'h00000000;
    logic [31:0] temp_b = 32'h00000000;
    logic [31:0] temp_out = 32'h00000000;
    logic [31:0] l1 = 32'h00000000;
    logic [31:0] l2 = 32'h00000000;
    logic [31:0] l3 = 32'h00000000;
    logic [31:0] l4 = 32'h00000000;
    logic [31:0] l5 = 32'h00000000;
    always_comb begin : cacul
        case (i_alu_op)
            ADD : begin
                o_alu_data = i_operand_a + i_operand_b;
            end 
            SUB : begin
                o_alu_data = i_operand_a + ~(i_operand_b) +32'h00000001;
            end
            SLT : begin
                case ({i_operand_a[31],i_operand_b[31]})
                    2'b01 : o_alu_data = 0;
                    2'b10 : o_alu_data = 1; 
                    default: begin
                        temp = i_operand_a + ~(i_operand_b) +32'h00000001;
                        o_alu_data = 32'h00000000 + temp[31];
                    end
                endcase
            end
            SLTU : begin
                case ({i_operand_a[31],i_operand_b[31]})
                    2'b01 : o_alu_data = 1;
                    2'b10: o_alu_data = 0; 
                    default: begin
                        temp_a[31] = 0;
                        temp_b[31] = 0;
                        temp_a[30:0] = i_operand_a[30:0];
                        temp_b[30:0] = i_operand_b[30:0];
                        temp_out = temp_a + ~(temp_b) + 1;
                        o_alu_data = 32'h00000000 + temp_out[31];
                    end
                endcase
            end
            XOR : begin
                o_alu_data = i_operand_a ^ i_operand_b;
            end
            OR : begin
                o_alu_data = i_operand_a | i_operand_b;
            end
            AND : begin
                o_alu_data = i_operand_a & i_operand_b;
            end
            SLL : begin
                case (i_operand_b[0])
                    1'b1 : begin
                        l1[31:1] = i_operand_a[30:0];
                        l1[0] = 0;
                    end
                    default: l1 = i_operand_a;
                endcase
                case (i_operand_b[1])
                    1'b1 : begin
                        l2[31:2] = l1[29:0];
                        l2[1:0] = 0;
                    end
                    default:  l2 = l1;
                endcase
                case (i_operand_b[2])
                    1'b1 : begin
                        l3[31:4] = l2[27:0];
                        l3[3:0] = 0;
                    end
                    default: l3 = l2;
                endcase
                case (i_operand_b[3])
                    1'b1 : begin
                        l4[31:8] = l3[23:0];
                        l4[7:0] = 0;
                    end
                    default: l4 = l3;
                endcase
                case (i_operand_b[4])
                    1'b1 : begin
                        l5[31:16] = l4[15:0];
                        l5[15:0] = 0;
                    end
                    default: l5 = l4;
                endcase
                o_alu_data = l5;
            end
            SRL : begin
                case (i_operand_b[0])
                    1'b1 : begin
                        l1[30:0] = i_operand_a[31:1];
                        l1[31] = 0;
                    end
                    default: l1 = i_operand_a;
                endcase
                case (i_operand_b[1])
                    1'b1 : begin
                        l2[29:0] = l1[31:2];
                        l2[31:30] = 0;
                    end
                    default:  l2 = l1;
                endcase
                case (i_operand_b[2])
                    1'b1 : begin
                        l3[27:0] = l2[31:4];
                        l3[31:28] = 0;
                    end
                    default: l3 = l2;
                endcase
                case (i_operand_b[3])
                    1'b1 : begin
                        l4[23:0] = l3[31:8];
                        l4[31:24] = 0;
                    end
                    default: l4 = l3;
                endcase
                case (i_operand_b[4])
                    1'b1 : begin
                        l5[15:0] = l4[31:16];
                        l5[31:16] = 0;
                    end
                    default: l5 = l4;
                endcase
                o_alu_data = l5;
            end
            SRA : begin
                case (i_operand_b[0])
                    1'b1 : begin
                        l1[30:0] = i_operand_a[31:1];
                        l1[31] = i_operand_a[31];
                    end
                    default: l1 = i_operand_a;
                endcase
                case (i_operand_b[1])
                    1'b1 : begin
                        l2[29:0] = l1[31:2];
                        l2[31] = i_operand_a[31];
                        l2[30] = i_operand_a[31];
                    end
                    default:  l2 = l1;
                endcase
                case (i_operand_b[2])
                    1'b1 : begin
                        l3[27:0] = l2[31:4];
                        l3[31] = i_operand_a[31];
                        l3[30] = i_operand_a[31];
                        l3[29] = i_operand_a[31];
                        l3[28] = i_operand_a[31];
                    end
                    default: l3 = l2;
                endcase
                case (i_operand_b[3])
                    1'b1 : begin
                        l4[23:0] = l3[31:8];
                        l4[31] = i_operand_a[31];
                        l4[30] = i_operand_a[31];
                        l4[29] = i_operand_a[31];
                        l4[28] = i_operand_a[31];
                        l4[27] = i_operand_a[31];
                        l4[26] = i_operand_a[31];
                        l4[25] = i_operand_a[31];
                        l4[24] = i_operand_a[31];
                    end
                    default: l4 = l3;
                endcase
                case (i_operand_b[4])
                    1'b1 : begin
                        l5[15:0] = l4[31:16];
                        l5[31] = i_operand_a[31];
                        l5[30] = i_operand_a[31];
                        l5[29] = i_operand_a[31];
                        l5[28] = i_operand_a[31];
                        l5[27] = i_operand_a[31];
                        l5[26] = i_operand_a[31];
                        l5[25] = i_operand_a[31];
                        l5[24] = i_operand_a[31];
                        l5[23] = i_operand_a[31];
                        l5[22] = i_operand_a[31];
                        l5[21] = i_operand_a[31];
                        l5[20] = i_operand_a[31];
                        l5[19] = i_operand_a[31];
                        l5[18] = i_operand_a[31];
                        l5[17] = i_operand_a[31];
                        l5[16] = i_operand_a[31];
                    end
                    default: l5 = l4;
                endcase
                o_alu_data = l5;
            end
            default: o_alu_data = 32'h00000000;
        endcase
    end
endmodule
$ cat flow/run.sh
#!/bin/bash
# OpenROAD 26Q1-2900-gdf79404cd8, Yosys 0.63+post, stock flow scripts
make -C /OpenROAD-flow-scripts/flow DESIGN_CONFIG=/design/flow/config.mk WORK_HOME=/design/flow/orfs finish
$ cat flow/config.mk
export PLATFORM = sky130hd
export DESIGN_NAME = alu
export DESIGN_NICKNAME = alu
export VERILOG_FILES = /design/flow/design.v
export SDC_FILE = /design/flow/constraint.sdc
export NUM_CORES = 4
export LEC_CHECK = 1
export CORE_UTILIZATION = 30
export SYNTH_HDL_FRONTEND = slang
$ cat flow/constraint.sdc
current_design alu

set clk_period 19.7
set clk_io_pct 0.2

create_clock -name clk0 -period $clk_period

set non_clock_inputs [all_inputs -no_clocks]
set_input_delay [expr $clk_period * $clk_io_pct] -clock clk0 $non_clock_inputs
set_output_delay [expr $clk_period * $clk_io_pct] -clock clk0 [all_outputs]
==> flow_summary.json <==
{
  "required_ps": 15760,
  "ctsResizeCount": 0,
  "synthToLayoutAreaGrowth_pct": 14.9,
  "syn_area_um2": 8490,
  "grt_pass1_wl_um": 58000,
  "routed_wl_um": 38100,
  "ys_chip_area_um2": 8490,
  "lay_top_count": "nor2_1",
  "flop-count": 0,
  "openroad.warnings": 100,
  "status": "finished, final reports clean",
  "area_leaders": "ha_1 15%, mux4_2 14%, nor2_1 7.3%",
  "slowest_delay_ps": 640,
  "synth_seq_share": 0,
  "drt_iter0_drc": 1176,
  "regArea_um2": 0,
  "grt_max_degree": 63,
  "drt_pass1_iterations": 8,
  "die_y_um": 170,
  "portBuffers": 100,
  "grt_usage": 0.269,
  "place_congestion": 1.02,
  "critPathLaunchType": "input port",
  "layout_top_cells": "166 x nor2_1, 117 x a21oi_1, 99 x ha_1, 95 x nand2_1, 95 x clkdlybuf4s50_1",
  "cp-end-kind": "output pin",
  "postCtsHoldBufs": 0,
  "worst_pin_slew_ps": 965,
  "drive_above_1_share": 0.0963,
  "initial_core_util": 0.305,
  "finalSetupViolCount": 0,
  "slew_viol_final": 0,
  "relSlewSlack": 0.357,
  "io_pins": 100,
  "fin_crit_ps": 13380,
  "hp-class": "input port to output pin",
  "crit_chain": "buf_2 -> buf_4 -> inv_2 -> buf_4 -> ha_1 -> inv_1 -> o221ai_1 -> a21oi_1 -> a2111oi_2 -> o21ai_1 -> nand3_1 -> a31o_2 -> nand2b_1 -> a221o_1 -> fa_1 -> mux2i_1 -> a31oi_1 -> o221ai_1 -> a21oi_1 -> o21ai_0 -> clkdlybuf4s50_1",
  "critPathTopFamily": "AND-OR/OR-AND gates",
  "grt_pass1_vias": 9205,
  "post-route-drc-count": 0,
  "critPathBufInv": 6,
  "hold_viol_final": 0,
  "ys_types": 77,
  "synthCells": 1225,
  "syn_avg_cell_area_um2": 6.93,
  "worstPathArrival_ps": 9440,
  "rsz0062_at_grt": "no",
  "setup_tns_ps": 0,
  "ant_nets": 0,
  "drv_cap": 0,
  "diodes": 0,
  "nFillCells": 3019,
  "grt_antenna_before_repair": 0,
  "synth_area_leader_cell": "ha_1",
  "yosys_cells": 1225,
  "yosysWarnings": 0,
  "n_clock_buffer": 0,
  "placed_area_um2": 9750,
  "powerDensity_nw_per_um2": 28.5,
  "die_x_um": 170,
  "vdd_drop_max_v": 0.0000110,
  "yosys.area.top_type_share": 0.146,
  "overflow": 0,
  "finish.instance_area_um2": 9750,
  "wl_per_cell_um": 23.3,
  "finalClockPeriodUsage": 0.679,
  "vias_per_cell": 6.08,
  "rows": 61,
  "fmax_ghz": 0.0747,
  "cp_max_fo": 62,
  "post_cts_buffers": 0,
  "p_leak_nw": 4.00,
  "die-area_um2": 29000,
  "core_area_um2": 27800,
  "vias": 9930,
  "worstSetupPathType": "input port to output pin",
  "crit_slowest_cell": "a2111oi_2",
  "dp_hpwl_um": 29400
}
## cell usage after synthesis (all sizes together), types with 4 or more instances
master,n
nand2,95
nor4,7
mux4,51
nor2,166
o21bai,11
or3,13
clkbuf,65
o221ai,11
nor2b,11
nand3,17
a211oi,24
nand4,8
buf,31
o31ai,5
nor3,29
a31oi,14
o2bb2ai,6
a21boi,4
o32ai,4
ha,99
o22ai,8
a211o,9
mux2i,48
mux2,12
inv,93
o21a,11
a2111oi,6
and2,4
o211ai,17
o221a,5
o21ai,100
o2111ai,10
or2,6
a221o,5
a21oi,118
a21o,11
and3,8
fa,4
a221oi,18
nand2b,12
## kinds of logic (layout without fill, tap and decap cells)
family          Yosys count  count (layout)  share of synthesized area
compound gates          432             432                      0.340
xor+xnor                  6               6                    0.00619
fa+ha+maj               103             103                      0.155
buf+inv                 189             220                     0.0894
mux                     111             111                      0.208
simple gates            384             384                      0.201
## metal layers
metal | vias to the layer above | GRT usage | part of all wire
li1 | 4626 | - | -
met1 | 4766 | 0.404 | 0.45
met2 | 496 | 0.415 | 0.45
met3 | 42 | 0.0367 | 0.083
met4 | 0 | 0.0509 | 0.022
met5 | - | 0 | 0
## report_power, final
group / internal, mW / switching (mW)
Combinational: 0.115 / 0.163
Clock: 0 / 0
Sequential: 0 / 0
## area by class of cell
type | instances | area [um^2] | share of cell area
well taps | 378 | 473 | 0.0485
repair buffers | 127 | 1180 | 0.121
multi-input cells | 1036 | 7740 | 0.794
inverters | 93 | 349 | 0.0358
## path summary, 6_finish.rpt
kind	start	end	slack, ps	cells after the start
worst max-delay path	i_operand_b[2]	o_alu_data[0]	6320	21
worst min-delay path	i_operand_b[4]	o_alu_data[2]	8980	4
## per-stage QoR
stage               setup slack, ps  instances   util  hold WS (ps)  power, mW
floorplan                      7820       1225      -          8110      0.168
global placement               6390       1634  0.351          8980      0.273
detailed placement             6360       1634  0.351          9010      0.271
CTS                            6360       1634  0.351          9010      0.273
global route                   6030       1634  0.351          9040      0.301
finish                         6320       1634  0.351          8980      0.277
Power is estimated from default activity; no workload was simulated.
