==> design/flow/design.v <==
module regfile(
	input logic i_clk,
	input logic i_rst,
	input logic [4:0] i_rs1_addr,
	input logic [4:0] i_rs2_addr,
	input logic [4:0] i_rd_addr,
	input logic [31:0] i_rd_data,
	input logic i_rd_wren,
	output logic [31:0] o_rs1_data,
	output logic [31:0] o_rs2_data
);
	logic [31:0] registers [31:0];
	assign o_rs1_data = (i_rs1_addr == 5'b00000) ? 32'b0: registers[i_rs1_addr];
	assign o_rs2_data = (i_rs2_addr == 5'b00000) ? 32'b0: registers[i_rs2_addr];
	always_ff @(posedge i_clk or negedge i_rst) begin
    if (i_rst == 0) begin
        for (int i = 0; i < 32; i++) begin  
            registers[i] <= 32'b0;
        end
    end else if (i_rd_wren && (i_rd_addr != 5'b00000)) begin
        registers[i_rd_addr] <= i_rd_data;
    end
	end
endmodule 
==> design/flow/run.sh <==
#!/bin/bash
# OpenROAD 26Q1-2900-gdf79404cd8, Yosys 0.63+post, stock flow scripts
make -C /OpenROAD-flow-scripts/flow DESIGN_CONFIG=/design/flow/config.mk WORK_HOME=/design/flow/orfs finish
==> design/flow/config.mk <==
export PLATFORM = sky130hd
export DESIGN_NAME = regfile
export DESIGN_NICKNAME = regfile
export VERILOG_FILES = /design/flow/design.v
export SDC_FILE = /design/flow/constraint.sdc
export NUM_CORES = 4
export LEC_CHECK = 1
export CORE_UTILIZATION = 40
==> design/flow/constraint.sdc <==
current_design regfile

set clk_period 10.8
set clk_io_pct 0.2

create_clock -name clk0 -period $clk_period [get_ports {i_clk}]

set non_clock_inputs [all_inputs -no_clocks]
set_input_delay [expr $clk_period * $clk_io_pct] -clock clk0 $non_clock_inputs
set_output_delay [expr $clk_period * $clk_io_pct] -clock clk0 [all_outputs]
==> notes.md <==
run metrics: total number of vias=~49000, Yosys Instances=4998, Slew Viols, Final=0, 1st-iter DRT viols=6620, first-pass GRT wire length=around 360000 um, Post-Synth XOR/XNOR Area=0, DP Area=0.05590 mm^2, Crit-path slowest cell=nor2b_4, row count=around 130, root buffer cell=clkbuf_16, Peak supply drop=0.1590 mV, yosys stat chip area=~0.053 mm^2, critical path startpoint=i_rs2_addr[3], vias in the first global route=about 46000, most frequent cell after synthesis=nand3_1, Crit. path cell count=9, setup_tns=0 ps, yosys aoi share=0.07106, RSZ-0062 raised after global routing=no, simple share=0.1977, CTS Buf Count=approximately 110, part of the cycle the worst path needs=0.8204, Ys Warns=2, post-cts sizing count=0, main area contributors=dfrtp_1 (47%), mux2_2 (21%), nand3_1 (11%), nand4_1 (3.4%), a22oi_1 (2.2%), crit-path cells=clkdlybuf4s50_1 -> buf_4 -> nor2b_4 -> buf_4 -> and2_1 -> a221o_1 -> a2111oi_0 -> a21oi_1 -> clkdlybuf4s50_1, Synth Register Bits=~990, reg2reg path depth=1, Critical Path AT=between 6000 and 7000 ps, Gate Count Post-Synth=approximately 5000, nature of the critical path endpoint=output pin, maximum fanout along the worst path=approximately 42, Largest logic family=multiplexers, minimum clock period=between 8000 and 9000 ps, Routed WL=255900 um, num ports=between 100 and 150, post-synth top area share=0.4686, Min-Delay Startpoint=registers[11][13]$_DFFE_PN0P_, Setup-failing EPs final=0, top flop regs=registers x992, Post-CTS Hold Fix Bufs=0, via/cell ratio=approximately 7.2, CTS tree=yes, die height=about 370 um, fmax=~110 MHz, Total Routing Usage GR=0.3886, status=complete, no violations, Final Hold Fails=0, WL/cell=38.03 um, Clock Latency Late Sink=between 700 and 800 ps, Async SR Flop Fraction=1.000, Max Root-Sink Buffers=3, hpwl dp=150100 um, syn_area_per_cell=between 10 and 15 um^2, crit path DRT=slightly below 9000 ps, Synth cell types=about 72, initial antenna violation count=21, worst rel slew slack=0.2170, Buffers & Inverters on Critical Path=4, Core ar.=0.1315 mm^2, Dominant Register Cell=dfrtp_1, Clock Skew=0 ps, CP startpoint kind=input pin, sequential-to-total area share from yosys stat=0.4686, Reg with most FFs=registers, htree depth=3, die extent in x=approximately 370 um, cell type with the largest total area=dfrtp_1, Tool Warnings=roughly 45, PortBufs=113, CTS Sinks=a little under 1000, design area=approximately 0.060 mm^2, Leak=between 20 and 30 nW, pin count of the biggest net entering global routing=roughly 130, grt ovf=0, PwrDens=182.0 mW/mm^2, mux frac, synth=0.2154, Largest register FFs=between 900 and 1000, GPL Wtd Cong=about 1.0, Final ANT Viol Nets=0, Critical Path Max Stage Delay=between 800 and 900 ps, Adder-Cell Fraction of Synth Area=0, delay-heaviest family, CP=buffers and inverters, hold depth=1, maxcap violations=0, drt pass-1 iters=7, kind of critical path=input pin to output pin, Syn-to-layout area delta=13.06%, Mapped Area=0.05298 mm^2, HP Class=register to register, RR Startpoint=registers[25][11]$_DFFE_PN0P_, CTS clk-pin slew, worst paths=about 60 ps, worst-margin pin slew=1166 ps, residual DRC count=0, die area=roughly 0.13 mm^2, share of cells above drive strength 1=0.3019, Post-synth top cells=nand3_1 (1134), mux2_2 (998), dfrtp_1 (992), EDFF count, synth=0, post-CTS setup buffer count=0, Starting Density=0.4030
## cell usage in the layout, fill, tap and decap left out, types with 8 or more instances in the layout
cell / instances
nand3_1: 1132
mux2_2: 998
dfrtp_1: 992
nand4_1: 290
buf_4: 215
a22oi_1: 156
and3_1: 130
clkbuf_16: 113
a21oi_1: 107
clkdlybuf4s50_1: 105
nor4_1: 75
a31oi_1: 53
nand2_1: 43
a22o_1: 39
a2111oi_0: 34
a221o_1: 29
and4_1: 27
clkbuf_8: 27
and2_1: 23
a222oi_1: 20
nor3_1: 19
diode_2: 18
nor2_1: 18
bufinv_16: 18
nor2_4: 17
clkbuf_1: 17
clkinv_2: 15
nand2_2: 14
mux2i_1: 14
o21ai_0: 11
nand3b_1: 9
nor4bb_1: 8
a32oi_1: 8
nor2_2: 8
buf_12: 8
## metal layers
layer | share of wire | wire [um] | up-vias | track usage
met2 | 0.39 | 99490 | 4486 | 0.5007
met4 | 0.088 | 22530 | 24 | 0.2445
li1 | - | - | 18750 | -
met5 | 0.00098 | 252 | - | 0.009259
met3 | 0.18 | 45770 | 1393 | 0.2477
met1 | 0.34 | 87820 | 23960 | 0.4857
## final timing paths
kind	slack, ps	to
setup / recovery	1940	o_rs2_data[19]
hold / removal	520	registers[11][13]$_DFFE_PN0P_
setup reg to reg	9880	registers[25][11]$_DFFE_PN0P_
hold reg to reg	520	registers[11][13]$_DFFE_PN0P_
max in group asynchronous	6670	registers[1][26]$_DFFE_PN0P_
min in group asynchronous	1460	registers[1][11]$_DFFE_PN0P_
## stage by stage
step                      worst slack [ps]  hold WS (ps)    util  instances  total power (W)
after global placement                2197         499.1  0.4252       6511         0.006694
final                                 1939         518.2  0.4556       6728          0.01090
after floorplan                       5096         485.2       -       4998         0.005891
after detailed placement              2197         506.8  0.4252       6511         0.006725
after CTS                             2197         520.3  0.4553       6710          0.01083
after global routing                  1904         533.6  0.4553       6711          0.01120
## kinds of logic (layout without fill, tap and decap cells)
family / count (synthesis) / count (layout)
DFF: 992 / 992
buffers and inverters: 578 / 535
other: 0 / 18
AOI/OAI and AO/OA: 511 / 511
and+or+nand+nor: 1903 / 1903
muxes: 1014 / 1014
## power by group
part	internal [W]	switching [W]	leakage (nW)
Sequential	0.00444	0.000671	12.7
Combinational	0.000804	0.000845	10.8
Clock	0.00252	0.00163	1.95
## cell type report
| type | count | area [um^2] |
|---|---|---|
| Sequential cell | 992 | 24820 |
| Timing Repair Buffer | 334 | 2865 |
| Antenna cell | 18 | 45.04 |
| Inverter | 2 | 7.507 |
| Clock inverter | 42 | 690.7 |
| Tap cell | 1755 | 2196 |
| Fill cell | 12070 | 71570 |
| Clock buffer | 157 | 3263 |
| Multi-Input combinational cell | 3428 | 26010 |
Power is estimated from default activity; no workload was simulated.
